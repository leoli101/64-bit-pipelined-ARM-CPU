[./run.sh]
#!/bin/bash
# OpenROAD 26Q1-2900-gdf79404cd8, Yosys 0.63+post, stock flow scripts
make -C /OpenROAD-flow-scripts/flow DESIGN_CONFIG=/design/flow/config.mk WORK_HOME=/design/flow/orfs finish
[./config.mk]
export PLATFORM = sky130hd
export DESIGN_NAME = addsub
export DESIGN_NICKNAME = addsub
export VERILOG_FILES = /design/flow/design.v
export SDC_FILE = /design/flow/constraint.sdc
export NUM_CORES = 4
export LEC_CHECK = 1
export CORE_UTILIZATION = 40
[./constraint.sdc]
current_design addsub

set clk_period 21.2
set clk_io_pct 0.2

create_clock -name clk0 -period $clk_period

set non_clock_inputs [all_inputs -no_clocks]
set_input_delay [expr $clk_period * $clk_io_pct] -clock clk0 $non_clock_inputs
set_output_delay [expr $clk_period * $clk_io_pct] -clock clk0 [all_outputs]
[./design.v]
`timescale 1ns/10ps
module adder_64(data_in_1, data_in_2, data_out, overflow, carry_out);
	input logic[63:0] data_in_1, data_in_2;
	output logic[63:0] data_out;
	output logic overflow, carry_out;
	logic Cout[63:0];
	full_adder fa(.Cout(Cout[0]), .Sum(data_out[0]), .A(data_in_1[0]), .B(data_in_2[0]), .Cin(1'b0));
	genvar i;
	generate
		for (i = 1; i < 64; i++) begin : each_adder
			full_adder adder_each(.Cout(Cout[i]), .Sum(data_out[i]), .A(data_in_1[i]), .B(data_in_2[i]), .Cin(Cout[i-1]));
		end
	endgenerate
	xor #0.05 xor_1(overflow, Cout[63], Cout[62]);
	buf #0.05 co_1(carry_out, Cout[63]);
endmodule
module adder_64_testbench();
	logic[63:0] data_in_1, data_in_2;
	logic[63:0] data_out;
	logic negative, zero, overflow, carry_out;
	adder_64 dut(.data_in_1, .data_in_2, .data_out, .overflow, .carry_out);
	integer i;
	initial begin
		for(i = 0; i < 2**4; i++) begin
			data_in_1 = i; data_in_2 = i; #10; 
		end
		data_in_1 = 2**64 - 1; data_in_2 = 1; #10;
	end
endmodule
`timescale 1ns/10ps
module addsub(data_in_1, data_in_2, data_out, overflow, carry_out, subtract);
	input logic[63:0] data_in_1, data_in_2;
	input logic subtract;
	output logic[63:0] data_out;
	output logic overflow, carry_out;
	logic[63:0] temp, actual_data_2, neg_data_2;
	logic[63:0] add_to_data_2;
	logic dc_1, dc_2;
	genvar i;
	generate
		for(i = 0; i < 64; i++) begin : eachneg
			not #0.05 each_neg(neg_data_2[i], data_in_2[i]);
		end
	endgenerate
	mux64x2_1 m1(.data1_in(data_in_2), .data2_in(neg_data_2), .data_out(temp), .sel(subtract));
	mux64x2_1 m2(.data1_in(64'd0), .data2_in(64'd1), .data_out(add_to_data_2), .sel(subtract));
	adder_64 ad_first(.data_in_1(temp), .data_in_2(add_to_data_2), .data_out(actual_data_2), .overflow(dc_1), .carry_out(dc_2));
	adder_64 ad_final(.data_in_1, .data_in_2(actual_data_2), .data_out, .overflow, .carry_out);
endmodule
module addsub_testbench();
	logic[63:0] data_in_1, data_in_2;
	logic subtract;
	logic[63:0] data_out;
	logic negative, zero, overflow, carry_out;
	addsub dut(data_in_1, data_in_2, data_out, overflow, carry_out, subtract);
	initial begin
		data_in_1 = 1; data_in_2 = 1; subtract = 1; #10;
		data_in_1 = 0; data_in_2 = 1; subtract = 0; #10;
		data_in_1 = -1; data_in_2 = 1; subtract = 0; #10;
		data_in_1 = 0; data_in_2 = 1; subtract = 1; #10;
		data_in_1 = -1; data_in_2 = -1; subtract = 1; #10;
		data_in_1 = -1; data_in_2 = -1; subtract = 0; #10;
	end
endmodule
`timescale 1ns/10ps
module full_adder(Cout, Sum, A, B, Cin);
	input logic A, B, Cin;
	output logic Cout, Sum;
	logic temp1, temp2, temp3;
	and #0.05 and_1(temp1, A, B);
	and #0.05 and_2(temp2, A, Cin);
	and #0.05 and_3(temp3, B, Cin);
	or #0.05 or_1(Cout, temp1, temp2, temp3);
	xor #0.05 xor_1(Sum, A, B, Cin);
endmodule
module full_adder_testbench();
	logic A, B, Cin;
	logic Cout, Sum;
	full_adder dut(.Cout, .Sum, .A, .B, .Cin);
	initial begin
		A = 0; B = 0; Cin = 0; #10;
		A = 0; B = 0; Cin = 1; #10;
		A = 0; B = 1; Cin = 0; #10;
		A = 0; B = 1; Cin = 1; #10;
		A = 1; B = 0; Cin = 0; #10;
		A = 1; B = 0; Cin = 1; #10;
		A = 1; B = 1; Cin = 0; #10;
		A = 1; B = 1; Cin = 1; #10;
	end
endmodule
`timescale 1ns/10ps
module mux2_1 (data1_in, data2_in, data_out, sel);
	input logic data1_in, data2_in;
	input logic sel;
	output logic data_out;
	logic temp, temp1, temp2;
	not #0.05 not_1(temp, sel);
	and #0.05 and_1(temp1, data1_in, temp);
	and #0.05 and_2(temp2, data2_in, sel);
	or #0.05 or_1(data_out, temp1, temp2);
endmodule
module mux2_1_testbench ();
	logic data1_in, data2_in;
	logic sel;
	logic data_out;
	mux2_1 dut(.data1_in, .data2_in, .data_out, .sel);
	initial begin
		data1_in = 1'b0; data2_in = 1'b0; sel = 1'b0; #10;
		data1_in = 1'b0; data2_in = 1'b0; sel = 1'b1; #10;
		data1_in = 1'b0; data2_in = 1'b1; sel = 1'b0; #10;
		data1_in = 1'b0; data2_in = 1'b1; sel = 1'b1; #10;
		data1_in = 1'b1; data2_in = 1'b0; sel = 1'b0; #10;
		data1_in = 1'b1; data2_in = 1'b0; sel = 1'b1; #10;
		data1_in = 1'b1; data2_in = 1'b1; sel = 1'b0; #10;
		data1_in = 1'b1; data2_in = 1'b1; sel = 1'b1; #10;
	end
endmodule
`timescale 1ns/10ps
module mux64x2_1 #(parameter WIDTH=64)(data1_in, data2_in, data_out, sel);
	input logic[WIDTH-1 : 0] data1_in, data2_in;
	input logic sel;
	output logic[WIDTH-1 : 0] data_out;
	genvar i;
	generate
		for(i = 0; i < WIDTH; i++) begin : mux_each
			mux2_1 each(.data1_in(data1_in[i]), .data2_in(data2_in[i]), .data_out(data_out[i]), .sel);
		end
	endgenerate
endmodule
module mux64x2_1_testbench #(parameter WIDTH=64)();
	logic[WIDTH-1 : 0] data1_in, data2_in;
	logic sel;
	logic[WIDTH-1 : 0] data_out;
	mux64x2_1 dut(.data1_in, .data2_in, .data_out, .sel);
	initial begin
		data1_in = 64'b0; data2_in = 64'b0; sel = 1'b0; #10;
		data1_in = 64'b0; data2_in = 64'b0; sel = 1'b1; #10;
		data1_in = 64'b0; data2_in = 64'b1; sel = 1'b0; #10;
		data1_in = 64'b0; data2_in = 64'b1; sel = 1'b1; #10;
		data1_in = 64'b1; data2_in = 64'b0; sel = 1'b0; #10;
		data1_in = 64'b1; data2_in = 64'b0; sel = 1'b1; #10;
		data1_in = 64'b1; data2_in = 64'b1; sel = 1'b0; #10;
		data1_in = 64'b1; data2_in = 64'b1; sel = 1'b1; #10;
	end
endmodule
==> Implementation_results.wiki <==
== Run summary ==
{| class="wikitable"
! Metric !! Value
|-
| Status || finished with violations
|-
| Violated checks || negative setup slack
|-
| Max FO, Critical Path || 2
|-
| Highest ir drop seen on vdd || 0.0159 mV
|-
| Post-synthesis area per instance || 8.73 sq um
|-
| Share of cell area taken by muxes after synthesis || 0%
|-
| Total global-route track usage || 16.2%
|-
| Worst path max stage delay || 0.40 ns
|-
| Final critical path time including I/O delays and setup || 31.15 ns
|-
| Tally of unique sky130hd cells used after synthesis || 8
|-
| Placed Cells || 705
|-
| Seq share, synth || 0%
|-
| Drc violations || 0
|-
| Placement Cell Area || 5640 sq um
|-
| Netlist Area Pre-Place || 3890 sq um
|-
| Slew at the pin with the worst max-slew slack || 0.591 ns
|-
| Final non-filler cell total || 705
|-
| Final weighted congestion of routability-driven global placement || 0.783
|-
| Final antenna-violating net count || 0
|-
| Final hold violation count || 0
|-
| CP Data Required Time || 16.96 ns
|-
| Global-route congestion overflow total || 0
|-
| Register area || 0 sq um
|-
| Chip area || 10,100 sq um
|-
| Setup Viol. Count Final || 31
|-
| Post-route setup TNS || -169.65 ns
|-
| Compound Share, Synth || 0%
|-
| Xor/xnor share of the synthesized area || 15.0%
|-
| Normalized max-slew margin || 60.6%
|-
| Path type of the worst setup path || input pin to primary output
|-
| Fraction of final layout cells sized beyond drive strength 1 || 22.0%
|-
| RSZ-0062 raised after global routing || true
|-
| Hold WC Path Type || input pin to primary output
|-
| Critical-path top delay cell || sky130_fd_sc_hd__fa_2
|-
| Design Power || 171 uW
|-
| Area growth, synth to finish || 42.1%
|-
| Number of clock buffer instances in the layout || 0
|-
| Stage-log warning count || 36
|-
| Finished layout cell area || 5530 sq um
|-
| Final wirelength || 7490 microns
|-
| Count of hold-fix buffers inserted at cts || 0
|-
| Final Cycle Share || 147%
|-
| Routed length per placed instance || 10.6 microns
|-
| Post-CTS Repair Setup Buffers || 0
|-
| Initial cell density of the core || 41.7%
|-
| Wire length of the first global-routing pass || 12,600 microns
|-
| Antenna violations before repair || 0
|-
| Floorplan Core Area || 9330 sq um
|-
| Via count of the first global-routing pass || 2,854
|-
| Endpoint arrival time on the critical path || 26.91 ns
|-
| Diodes inserted || 0
|-
| IO Port Bufs || 195
|-
| Number of inserted filler cells in the final layout || 851
|-
| Count of warnings emitted by yosys || 2
|-
| Highest achievable clock rate || 0.0321 GHz
|-
| Pin count of the biggest net entering global routing || 38
|-
| Number of DRC violations after detailed-routing iteration 0 || 5
|-
| Post-route core utilization || 59.3%
|-
| Crit path launch type || input pin
|-
| Number of cell rows || 35
|-
| CP dominant cell by count || sky130_fd_sc_hd__fa_2
|-
| Final-report max-slew violation count || 0
|-
| Adder share || 53.0%
|-
| Vias after detailed routing || 2,699
|-
| Cell count in the Yosys report || 446
|-
| Registers || 0
|-
| HPWL after DPL || 6980 microns
|-
| Cell count after synthesis || 446
|-
| Power density over cell area || 30.8 nW/um^2
|-
| Vertical die dimension || 101 microns
|-
| Drt via density || 3.83
|-
| Chip Area, Yosys || 3890 sq um
|-
| Category of the worst setup path capture point || primary output
|-
| Width of the die || 101 microns
|-
| Dominant combinational family || adder cells
|-
| First-pass DRT Iterations || 3
|-
| Area fraction in and, or, nand and nor cells || 0%
|-
| Leakage power total || 0.00304 uW
|-
| Number of top-level pins || 195
|-
| Tally of max-capacitance violations || 0
|-
| Slack of the critical path || -9.95 ns
|}
## layer usage
metal | vias up | track usage (%) | part of all wire [%]
met1 | 1189 | 23.2 | 43
met5 | - | 0 | 0
met4 | 0 | 0.669 | 0.53
met2 | 99 | 28.5 | 49
met3 | 2 | 2.05 | 7.3
li1 | 1409 | - | -
## synthesized netlist by cell type
cell | instances | share of area (%)
sky130_fd_sc_hd__buf_6 | 7 | 2.0
sky130_fd_sc_hd__buf_4 | 64 | 12
sky130_fd_sc_hd__xor2_1 | 62 | 14
sky130_fd_sc_hd__xor3_1 | 1 | 0.61
sky130_fd_sc_hd__ha_1 | 64 | 21
sky130_fd_sc_hd__inv_1 | 183 | 18
sky130_fd_sc_hd__xnor2_1 | 2 | 0.45
sky130_fd_sc_hd__fa_1 | 63 | 32
## path summary, 6_finish.rpt
| path | slack, ns | start | cells after the start | endpoint |
|---|---|---|---|---|
| worst max-delay path | -9.95 | data_in_2[1] | 69 | data_out[63] |
| worst min-delay path | 9.23 | data_in_1[63] | 3 | data_out[63] |
## placed cells by master (no fill, tap or decap), drive strengths merged
cell type	instances
clkbuf	1
xor2	62
ha	64
fa	63
xor3	1
clkdlybuf4s15	1
buf	40
inv	183
dlymetal6s2s	1
xnor2	2
clkdlybuf4s50	158
## per-stage QoR
step / hold slack (ns) / setup slack (ns)
finish: 9.23 / -9.95
global placement: 9.42 / -10.43
floorplan: 8.64 / -9.38
CTS: 9.26 / -10.21
detailed placement: 9.42 / -10.43
global route: 9.27 / -10.52
## where the power goes
part | switching [uW] | internal (uW) | total, uW
Sequential | 0 | 0 | 0
Combinational | 62.0 | 108 | 171
Clock | 0 | 0 | 0
Total | 62.0 | 108 | 171
## worst max-delay path, delay by kind of cell
kind / cells / cell delay (ns)
adder cells (fa/ha/maj): 64 / 22.07
buffers and inverters: 4 / 0.41
XOR/XNOR: 1 / 0.17
## repair_timing
| action | 4_1_cts | 5_1_grt |
|---|---|---|
| gates resized | 125 | 14 |
| pin swaps | 20 | 11 |
| setup endpoints to repair | 33 | 34 |
## area by class of cell
class	instances	area, sq um	share of cell area (%)
inverter	183	689	12.5
timing repair buffer	201	1850	33.5
multi-input combinational	192	2830	51.2
tap	129	161	2.92
## cell families (layout without fill, tap and decap cells)
logic type	count (synthesis)	after routing
xor+xnor	65	65
fa+ha+maj	127	127
buf+inv	254	384
Power and IR drop assume default switching activity.
