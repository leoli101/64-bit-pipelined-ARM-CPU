===== flow/run.sh =====
#!/bin/bash
# OpenROAD 26Q1-2900-gdf79404cd8, Yosys 0.63+post, stock flow scripts
make -C /OpenROAD-flow-scripts/flow DESIGN_CONFIG=/design/flow/config.mk WORK_HOME=/design/flow/orfs finish

===== flow/config.mk =====
export PLATFORM = sky130hd
export DESIGN_NAME = mux64_4
export DESIGN_NICKNAME = mux64_4
export VERILOG_FILES = /design/flow/design.v
export SDC_FILE = /design/flow/constraint.sdc
export NUM_CORES = 4
export LEC_CHECK = 1
export CORE_AREA = 10 10 131 131
export DIE_AREA = 0 0 141 141

===== flow/constraint.sdc =====
current_design mux64_4

set clk_period 1.5
set clk_io_pct 0.2

create_clock -name clk0 -period $clk_period

set non_clock_inputs [all_inputs -no_clocks]
set_input_delay [expr $clk_period * $clk_io_pct] -clock clk0 $non_clock_inputs
set_output_delay [expr $clk_period * $clk_io_pct] -clock clk0 [all_outputs]

===== flow/design.v =====
`timescale 1ns/10ps
module mux2_1 (data1_in, data2_in, data_out, sel);
	input logic data1_in, data2_in;
	input logic sel;
	output logic data_out;
	logic temp, temp1, temp2;
	not #0.05 not_1(temp, sel);
	and #0.05 and_1(temp1, data1_in, temp);
	and #0.05 and_2(temp2, data2_in, sel);
	or #0.05 or_1(data_out, temp1, temp2);
endmodule
module mux2_1_testbench ();
	logic data1_in, data2_in;
	logic sel;
	logic data_out;
	mux2_1 dut(.data1_in, .data2_in, .data_out, .sel);
	initial begin
		data1_in = 1'b0; data2_in = 1'b0; sel = 1'b0; #10;
		data1_in = 1'b0; data2_in = 1'b0; sel = 1'b1; #10;
		data1_in = 1'b0; data2_in = 1'b1; sel = 1'b0; #10;
		data1_in = 1'b0; data2_in = 1'b1; sel = 1'b1; #10;
		data1_in = 1'b1; data2_in = 1'b0; sel = 1'b0; #10;
		data1_in = 1'b1; data2_in = 1'b0; sel = 1'b1; #10;
		data1_in = 1'b1; data2_in = 1'b1; sel = 1'b0; #10;
		data1_in = 1'b1; data2_in = 1'b1; sel = 1'b1; #10;
	end
endmodule
`timescale 1ns/10ps
module mux64_4(data_1, data_2, data_3, data_4, data_out, sel);
	input logic[63:0] data_1, data_2, data_3, data_4;
	input logic[1:0] sel;
	output logic[63:0] data_out;
	genvar i;
	generate
		for (i = 0; i < 64; i++) begin : each_mux
			mux_4 each_1(.data_1(data_1[i]), .data_2(data_2[i]), .data_3(data_3[i]), .data_4(data_4[i]), .data_out(data_out[i]), .sel);
		end
	endgenerate
endmodule
module mux64_4_testbench();
	logic[63:0] data_1, data_2, data_3, data_4;
	logic[1:0] sel;
	logic[63:0] data_out;
	mux64_4 dut(.data_1, .data_2, .data_3, .data_4, .data_out, .sel);
	initial begin
		data_1 = 64'd1; data_2 = 64'd10; data_3 = 64'd100; data_4 = 64'd1000; sel = 2'b00; #10;
		data_1 = 64'd1; data_2 = 64'd10; data_3 = 64'd100; data_4 = 64'd1000; sel = 2'b01; #10;
		data_1 = 64'd1; data_2 = 64'd10; data_3 = 64'd100; data_4 = 64'd1000; sel = 2'b10; #10;
		data_1 = 64'd1; data_2 = 64'd10; data_3 = 64'd100; data_4 = 64'd1000; sel = 2'b11; #10;
	end
endmodule
`timescale 1ns/10ps
module mux_4(data_1, data_2, data_3, data_4, data_out, sel);
	input logic data_1, data_2, data_3, data_4;
	input logic[1:0] sel;
	output logic data_out;
	logic d1, d2;
	mux2_1 m_1(.data1_in(data_1), .data2_in(data_2), .data_out(d1), .sel(sel[0]));
	mux2_1 m_2(.data1_in(data_3), .data2_in(data_4), .data_out(d2), .sel(sel[0]));
	mux2_1 m_3(.data1_in(d1), .data2_in(d2), .data_out(data_out), .sel(sel[1]));
endmodule
module mux_4_testbench();
	logic data_1, data_2, data_3, data_4;
	logic[1:0] sel;
	logic data_out;
	mux_4 dut(.data_1, .data_2, .data_3, .data_4, .data_out, .sel);
	initial begin
		data_1 = 1; data_2 = 0; data_3 = 0; data_4 = 0; sel = 2'b00; #10;
		data_1 = 0; data_2 = 1; data_3 = 0; data_4 = 0; sel = 2'b01; #10;
		data_1 = 0; data_2 = 0; data_3 = 1; data_4 = 0; sel = 2'b10; #10;
		data_1 = 0; data_2 = 0; data_3 = 0; data_4 = 1; sel = 2'b11; #10;
	end
endmodule

==> metrics.cfg <==
[finish]
register_area_um2 = 0
combGateArea_um2 = 1440
areaGrowthSynthToFinish_pct = 133
design.seq.count = 0
drive_gt1_share_pct = 37.4
clock_buffers = 0
finalNonFillerCells = 594
fill_cells = 1503
final_area_um2 = 4890

[drt]
dr.pass1.iters = 5
wl_um = 12700
vias_per_cell = 4.09
drt_iter0_drc = 38
ant_nets = 0
wire_per_inst_um = 21.3
vias = 2432
drc = 0

[synth]
yosys.area.top_type = mux4_2
ys_top_cells_by_area = mux4_2 64%, buf_4 23%, buf_12 5.7%
syn_area_um2 = 2100
synth.distinct_cells = 7
synthCells = 142
synth.most_common_cell = buf_4
ys_cells = 142
yosysWarnings = 0
top_cells_by_count = 64 x buf_4, 60 x mux4_2, 6 x buf_12, 6 x buf_2, 4 x mux4_1
ys_area_um2 = 2100
top_area_share_pct = 64.2
avgSynthCellArea_um2 = 14.8
ys_seq_share_pct = 0

[clocking]
hold_buffers = 0

[global_routing]
grt_overflow_total = 0
grt_pass1_vias = 2791
antenna_found_initial = 3
grt_pass1_wl_um = 18200
grt_usage_pct = 12.0
grt_max_degree = 34

[pwr]
vdd_drop_max_mv = 0.137
power_density_nw_per_um2 = 246
p_leak_nw = 2.38

[floorplanning]
dieArea_um2 = 19900
row_count = 44
die_w_um = 141
die_h_um = 141
io_pins = 322
core_area_um2 = 14400
fp_util_pct = 14.6

[sta]
hold_ws_ps = 980
rsz0062_at_grt = true
finalCriticalPeriod_ps = 1610
setup_viol = 35
hold_viol = 0
min_period_over_period_pct = 107
slew_violations = 0
slew_headroom_pct = 86.7
timing.final.ws_setup_ps = -107
max_slew.worst_pin.slew_ps = 200
fmax_mhz = 622

[status]
status = finished, violations left
violations = setup timing

[setup_path]
cp_data_arrival_time_ps = 1310
crit_type = in -> out
cp-start-kind = primary input
setup.worst_path.end = data_out[20]
critical_path.startpoint = data_2[20]
crit_path_end_kind = output port
crit_required_ps = 1200
worstPathMaxFanout = 1

[flow_run]
warnings = 34
drv_cap = 0

[placed_design]
placedCellCount = 577
dpl_cell_area_um2 = 5000
dp_hpwl_um = 11000
gp_congestion = 0.901
portBuffers = 322

[hold_path]
hold_path.class = in -> out

stage by stage:
stage | util (%) | worst slack [ps] | power (mW) | TNS (ps)
3_5_place_dp | 34.7 | -504 | 1.45 | -29480
2_1_floorplan | - | 12.4 | 0.612 | 0
6_report | 33.9 | -107 | 1.20 | -2380
3_3_place_gp | 34.7 | -500 | 1.44 | -28740
4_1_cts | 33.9 | -182 | 1.27 | -3920
5_1_grt | 33.9 | -133 | 1.30 | -3770
per-layer routing:
| metal | part of all wire (%) | GRT usage (%) | vias to the layer above |
|---|---|---|---|
| met3 | 13 | 5.66 | 0 |
| met2 | 50 | 20.5 | 188 |
| li1 | - | - | 1082 |
| met4 | 0 | 0 | 0 |
| met1 | 37 | 14.3 | 1162 |
| met5 | 0 | 0 | - |
report_power, final:
part / internal [mW] / switching [mW] / leakage [nW] / total [mW]
combinational: 0.905 / 0.296 / 2.38 / 1.20
sequential: 0 / 0 / 0 / 0
clock: 0.0000000890 / 0 / 0.00000634 / 0.0000000891
how the worst min path moves through the flow:
stage                      start            to  cells past startpoint
after CTS             data_4[15]  data_out[15]                      3
after global routing  data_1[14]  data_out[14]                      3
final                  data_4[8]   data_out[8]                      3
worst max-delay path, stage by stage:
cell,delay [ps]
clkdlybuf4s50_1,420
mux4_2,460
buf_2,130
cell families after synthesis:
group | synth area share [%]
muxes | 69.2
buffers and inverters | 30.8
area by class of cell:
type	instances	share of cell area, %
repair buffers	345	65.8
well taps	184	4.71
multi-input cells	64	29.5
diodes	1	0.0512
what timing repair did:
action | 4_1_cts | 5_1_grt
setup buffers | 12 | 0
cloned | 7 | 0
endpoints found under the setup margin | 64 | 57
gates resized | 394 | 30
cells in the final DEF (no fill, tap or decap), drive strengths merged:
cell type,instances
buf,89
clkdlybuf4s50,65
diode,1
dlygate4sd2,161
dlymetal6s2s,30
mux4,64
Power is estimated from default activity; no workload was simulated.
