$ cat flow/design.v
`timescale 1ns/10ps
module D_FF (q, d, reset, clk);
	output reg q;
	input d, reset, clk;
	always_ff @(posedge clk)
	if (reset)
		q <= 0;
	else
		q <= d;
endmodule
`timescale 1ns/10ps
module RF_EX_register(data_a, data_b, isADDI, MemWrite, ALUSrc, flag_en, read_en, RegWrite, MemToReg, ALUop,
							data_a_ex, data_b_ex, isADDI_reg, MemWrite_reg, ALUSrc_reg, flag_en_reg, read_en_reg, 
							RegWrite_reg, MemToReg_reg, ALUop_reg, clk, instr_reg, instr_reg_ex,
							Reg3Loc, Reg3Loc_exe, norm_result, norm_result_exe);
	input logic[63:0] data_a, data_b, norm_result;
	input logic[31:0] instr_reg;
	input logic isADDI, MemWrite, ALUSrc, flag_en, read_en, RegWrite, clk, Reg3Loc;
	input logic[1:0] MemToReg;
	input logic[2:0] ALUop;	
	output logic[63:0] data_a_ex, data_b_ex, norm_result_exe;
	output logic[31:0] instr_reg_ex;
	output logic isADDI_reg, MemWrite_reg, ALUSrc_reg, flag_en_reg, read_en_reg, RegWrite_reg, Reg3Loc_exe; 
	output logic[1:0] MemToReg_reg;
	output logic[2:0] ALUop_reg;
	genvar i;
	generate
		for (i = 0; i < 64; i++) begin : each_1
			D_FF each_dff(.q(data_a_ex[i]), .d(data_a[i]), .reset(1'b0), .clk);
		end
		for (i = 0; i < 64; i++) begin : each_2
			D_FF each_dff(.q(data_b_ex[i]), .d(data_b[i]), .reset(1'b0), .clk);
		end
		for (i = 0; i < 32; i++) begin : each_3
			D_FF each_dff(.q(instr_reg_ex[i]), .d(instr_reg[i]), .reset(1'b0), .clk);
		end
		for (i = 0; i < 3; i++) begin : each_4
			D_FF each_dff(.q(ALUop_reg[i]), .d(ALUop[i]), .reset(1'b0), .clk);
		end
		for (i = 0; i < 2; i++) begin : each_5
			D_FF each_dff(.q(MemToReg_reg[i]), .d(MemToReg[i]), .reset(1'b0), .clk);
		end
		for (i = 0; i < 64; i++) begin : each_6
			D_FF each_dff(.q(norm_result_exe[i]), .d(norm_result[i]), .reset(1'b0), .clk);
		end
	endgenerate
	D_FF each_dff_1(.q(isADDI_reg), .d(isADDI), .reset(1'b0), .clk);
	D_FF each_dff_2(.q(MemWrite_reg), .d(MemWrite), .reset(1'b0), .clk);
	D_FF each_dff_3(.q(ALUSrc_reg), .d(ALUSrc), .reset(1'b0), .clk);
	D_FF each_dff_4(.q(flag_en_reg), .d(flag_en), .reset(1'b0), .clk);
	D_FF each_dff_5(.q(read_en_reg), .d(read_en), .reset(1'b0), .clk);
	D_FF each_dff_6(.q(RegWrite_reg), .d(RegWrite), .reset(1'b0), .clk);
	D_FF each_dff_7(.q(Reg3Loc_exe), .d(Reg3Loc), .reset(1'b0), .clk);
endmodule
$ cat flow/constraint.sdc
current_design RF_EX_register

set clk_period 1.0
set clk_io_pct 0.2

create_clock -name clk0 -period $clk_period [get_ports {clk}]

set non_clock_inputs [all_inputs -no_clocks]
set_input_delay [expr $clk_period * $clk_io_pct] -clock clk0 $non_clock_inputs
set_output_delay [expr $clk_period * $clk_io_pct] -clock clk0 [all_outputs]
$ cat flow/config.mk
export PLATFORM = sky130hd
export DESIGN_NAME = RF_EX_register
export DESIGN_NICKNAME = RF_EX_register
export VERILOG_FILES = /design/flow/design.v
export SDC_FILE = /design/flow/constraint.sdc
export NUM_CORES = 4
export LEC_CHECK = 1
export CORE_AREA = 10 10 188 188
export DIE_AREA = 0 0 198 198
$ cat flow/run.sh
#!/bin/bash
# OpenROAD 26Q1-2900-gdf79404cd8, Yosys 0.63+post, stock flow scripts
make -C /OpenROAD-flow-scripts/flow DESIGN_CONFIG=/design/flow/config.mk WORK_HOME=/design/flow/orfs finish
==> summary.txt <==
flow finished, numbers: status=complete, but fails checks, failing checks=negative setup slack, critical setup path kind=reg2out, number of standard-cell rows in the floorplan=65, switching power=a little over 4 mW, Avg Synthesized Cell Area=about 14 µm², synthesized-area fraction occupied by and/or/nand/nor cells=0%, endpoints failing hold=0, starting DRC count in detailed routing=~87, largest driver fanout on the critical path=1, AO/OA Area Share=0%, per-cell via count in the routed design=roughly 3.2, total power draw=21.6 mW, ANT nets after route=0, clock tree from TritonCTS=yes, average wire per standard cell=between 15 and 20 µm, Dominant cell area share=between 70% and 80%, Clock Sink Count=roughly 240, post-synthesis cell type with the largest combined area=sky130_fd_sc_hd__dfxtp_1, crit path cell chain=buf_2, root buffer cell=sky130_fd_sc_hd__clkbuf_16, GRT Util Overall=approximately 9.8%, clock share of power=between 40% and 50%, number of H-tree levels=1, Flop pwr share=between 40 and 50%, proportion of synthesized area in mux cells=0%, worst slew slack as a fraction of its limit=between 80% and 90%, first-pass GRT wire length=about 28000 µm, Synthesis Warnings=1, Finished Core Util=31.3%, internal power consumption=between 15 and 20 mW, proportion of power drawn by combinational gates=under 10%, chip area from the yosys synthesis statistics=0.00644 mm², worst supply voltage drop on vdd=1.55 mV, commonest cells in the synthesized netlist=sky130_fd_sc_hd__dfxtp_1 (236), sky130_fd_sc_hd__buf_4 (229), number of enable flip-flop cells=0, Post-Synthesis Cells=roughly 470, largest stage delay on the critical path=~0.32 ns, Clk pin slew, worst setup/hold paths=about 0.060 ns, min-delay worst type=in2reg, min setup slack post-route=-0.164 ns, worst slew pin tran=around 0.17 ns, family of cells with the greatest summed delay on the critical path=flip-flops, Longest Clk Path Bufs=3, fraction of the cycle the final worst path needs=116%, chip width=about 200 µm, total length of routed wires=approximately 20000 µm, Worst EP required=0.80 ns, number of global-route vias before repair=between 4000 and 5000, Post-Synth Adder-Cell Area=0%, async set-reset flop share out of synthesis=0%, number of library cell types mapped by synthesis=2, post-synthesis sequential area ratio=between 70% and 80%, total via count after detailed routing=around 3700, Main area contributors=sky130_fd_sc_hd__dfxtp_1 (73%), sky130_fd_sc_hd__buf_4 (27%), count of final setup violators=between 200 and 250, power density normalized to cell area=2200 mW/mm², area growth from synthesis to final layout=52.4%, min Tclk post-route=1.16 ns, leakage power=4.32 nW, y dimension of the die=between 150 and 200 µm, Synth Flop Type=sky130_fd_sc_hd__dfxtp_1, number of I/O port buffers=around 470, most common cell in the netlist=sky130_fd_sc_hd__dfxtp_1, number of detailed-route iterations in the first pass=4, final instance count without filler cells=1154, combinational family with the most area after synthesis=buffers and inverters, count of placed standard cells including taps=between 1000 and 1500, count of warning messages emitted by the tools=27, unrepaired setup endpoints after global routing=yes, total DRC errors in the routed layout=0, num ports=roughly 470, share of post-route cells with drive strength above 1=43.9%, launching element type of the critical path=register, logic area=0 µm², Bufs and invs on worst path=1, initial standard-cell utilization of the core=around 21%, global-route congestion overflow total=0, post-detail-place hpwl=around 17000 µm, post-synthesis xor/xnor area fraction=0%, Inserted Diodes=0, Arrival @ worst endpoint=around 0.96 ns, number of multi-input combinational cells in the layout=0, Slowest-stage cell, CP=sky130_fd_sc_hd__dfxtp_2, antenna violations before repair=1, gp weighted congestion=around 0.85, switching share of power=around a fifth, ys flops=approximately 240, Die Outline Area=about 0.039 mm², fmax=roughly 0.86 GHz, maximum number of pins on one net before global-route repair=15, Hold Buf Count CTS=0, netlist area before placement=0.00644 mm², Max Slew Vio Count=0, max-cap violation count=0, CP endpoint kind=output pin, number of CTS-inserted buffers=25, number of cells in the yosys synthesis report=465, Core Footprint=0.0314 mm², fill cell count=3196
==> power by group through the flow <==
stage / sequential, mW / combinational, mW / clock, mW
final: 10.0 / 1.41 / 10.1
after CTS: 10.0 / 1.44 / 10.5
after global routing: 10.1 / 1.53 / 10.8
==> cell families (layout without fill, tap and decap cells) <==
group    after synthesis  after routing
flops                236            236
buf+inv              229            516
==> layer usage <==
layer / part of all wire [%] / routed length (µm) / vias to the layer above / global-route usage, %
met3: 16 / 3210 / 40 / 6.46
met1: 32 / 6580 / 1610 / 9.89
met5: 0.064 / 13 / - / 0
met2: 48 / 9750 / 291 / 16.2
met4: 3.7 / 743 / 2 / 3.16
li1: - / - / 1733 / -
==> cell type report <==
type                  count  area, µm²  area share (%)
Sequential cell         236       4790            48.8
Timing Repair Buffer    472       3610            36.8
Clock buffer             33        726            7.39
Tap cell                402        503            5.12
Clock inverter           11        190            1.94
==> stage by stage <==
step,worst slack (ns),area (µm²),hold WS [ns],TNS [ns]
floorplan,0.420,6440,0.228,0
global placement,-0.0368,9950,0.649,-0.182
detailed placement,-0.0505,9950,0.652,-0.229
CTS,-0.222,9720,0.0660,-39.75
global route,-0.219,9820,0.0687,-40.64
finish,-0.164,9820,0.107,-29.13
==> registers in the layout, indices dropped and copies added, names as in the netlist <==
signal,count
each_dff_5.q,1
each_6.each_dff.q,64
each_4.each_dff.q,3
each_dff_3.q,1
each_dff_7.q,1
each_2.each_dff.q,64
each_dff_2.q,1
each_3.each_dff.q,32
each_dff_1.q,1
each_dff_6.q,1
each_dff_4.q,1
each_1.each_dff.q,64
each_5.each_dff.q,2
==> final timing paths <==
path                  cells past startpoint                 start               endpoint  slack [ns]
worst max-delay path                      1  each_2[8].each_dff.q           data_b_ex[8]       -0.16
worst min-delay path                      1       norm_result[15]  each_6[15].each_dff.q        0.11
==> layout by cell type, fill, tap and decap left out, drive strengths merged <==
master           n
clkdlybuf4s50  236
buf            236
dfxtp          236
clkbuf          33
bufinv           5
clkinv           5
clkinvlp         1
==> timing repair <==
| item | CTS | global route |
|---|---|---|
| gates resized | 791 | 37 |
| endpoints found under the setup margin | 236 | 236 |
| setup buffers | 0 | 0 |
Power and IR drop assume default switching activity.
